## flow/run.sh

```bash
#!/bin/bash
# OpenROAD 26Q1-2900-gdf79404cd8, Yosys 0.63+post, stock flow scripts
make -C /OpenROAD-flow-scripts/flow DESIGN_CONFIG=/design/flow/config.mk WORK_HOME=/design/flow/orfs finish
```

## flow/constraint.sdc

```tcl
current_design framer

set clk_period 14.1
set clk_io_pct 0.2

create_clock -name clk0 -period $clk_period [get_ports {aclk}]

set non_clock_inputs [all_inputs -no_clocks]
set_input_delay [expr $clk_period * $clk_io_pct] -clock clk0 $non_clock_inputs
set_output_delay [expr $clk_period * $clk_io_pct] -clock clk0 [all_outputs]
```

## flow/config.mk

```make
export PLATFORM = sky130hd
export DESIGN_NAME = framer
export DESIGN_NICKNAME = framer
export VERILOG_FILES = /design/flow/design.v
export SDC_FILE = /design/flow/constraint.sdc
export NUM_CORES = 4
export LEC_CHECK = 1
export CORE_UTILIZATION = 40
```

## flow/design.v

```verilog
`timescale 1ns / 1ps
module framer (
    input  wire        aclk,
    input  wire        aresetn,
    input  wire [255:0] s_axis_tdata,
    input  wire         s_axis_tvalid,
    output wire         s_axis_tready,
    output wire [31:0] m_axi_awaddr,
    output wire        m_axi_awvalid,
    input  wire        m_axi_awready,
    output wire [31:0] m_axi_wdata,
    output wire [3:0]  m_axi_wstrb,
    output wire        m_axi_wvalid,
    input  wire        m_axi_wready,
    input  wire [1:0]  m_axi_bresp,
    input  wire        m_axi_bvalid,
    output wire        m_axi_bready,
    output wire [31:0] m_axi_araddr,
    output wire        m_axi_arvalid,
    input  wire        m_axi_arready,
    input  wire [31:0] m_axi_rdata,
    input  wire [1:0]  m_axi_rresp,
    input  wire        m_axi_rvalid,
    output wire        m_axi_rready
);
localparam [2:0]
    STATE_INIT        = 3'd0,
    STATE_IDLE        = 3'd1,
    STATE_WRITE_FRAME = 3'd2,
    STATE_TX_FRAME    = 3'd3,
    STATE_WAIT_DONE   = 3'd4;
reg [255:0] data;
reg [255:0] data_next;
reg  [2:0] state;
reg  [2:0] state_next;
reg         tready_reg;
reg  [31:0] awaddr_reg;
reg         awvalid_reg;
reg  [31:0] wdata_reg;
reg         wvalid_reg;
reg  [31:0] araddr_reg;
reg         arvalid_reg;
reg         rready_reg;
reg         tready_next;
reg  [31:0] awaddr_next; 
reg         awvalid_next;
reg  [31:0] wdata_next;
reg         wvalid_next;
reg  [31:0] araddr_next;
reg         arvalid_next;
reg         rready_next;
always @* begin
    state_next = STATE_IDLE;
    data_next = data;
    tready_next = tready_reg;
    awaddr_next = awaddr_reg;
    awvalid_next = awvalid_reg;
    wdata_next = wdata_reg;
    wvalid_next = wvalid_reg;
    araddr_next = araddr_reg;
    arvalid_next = arvalid_reg;
    rready_next = rready_reg;
    case (state)
        STATE_INIT: begin
            awaddr_next = 32'h40E0_07f4;
            wdata_next = 32'h0062;
            if (m_axi_awready) begin
                if (m_axi_awvalid) begin
                    awvalid_next = 1'b0;
                    wvalid_next = 1'b1;
                end
            end else begin
                if (!m_axi_wvalid) awvalid_next = 1'b1;
            end
            if (m_axi_wready) begin
                if (m_axi_wvalid) begin
                    awaddr_next = 32'h40E0_0000;
                    awvalid_next = 1'b0;
                    wvalid_next = 1'b0;
                    wdata_next = 32'b0;
                    state_next = STATE_IDLE;
                end else begin
                    state_next = STATE_INIT;
                end
            end else begin
                state_next = STATE_INIT;
            end
        end
        STATE_IDLE: begin
            if (s_axis_tready & s_axis_tvalid) begin
                data_next = s_axis_tdata;
                tready_next = 1'b0;
                awaddr_next = 32'h40E0_0000;
                awvalid_next = 1'b1;
                rready_next = 1'b0;
                state_next = STATE_WRITE_FRAME;
            end else begin
                tready_next = 1'b1;
                rready_next = 1'b1;
                state_next = STATE_IDLE;
            end
        end
        STATE_WRITE_FRAME: begin
            state_next = STATE_WRITE_FRAME;
            case (m_axi_awaddr[12:0])
                13'h00: wdata_next = 32'hFFFFFFFF;
                13'h04: wdata_next = 32'h1800FFFF;
                13'h08: wdata_next = 32'h6b4d023e;
                13'h0c: wdata_next = 32'h00450008;
                13'h10: wdata_next = 32'h00005400;
                13'h14: wdata_next = 32'h11ff0000;
                13'h18: wdata_next = 32'h0000eff0;
                13'h1c: wdata_next = 32'ha8c00000;
                13'h20: wdata_next = 32'hc507010a;
                13'h24: wdata_next = 32'h4000c507;
                13'h28: wdata_next = 32'h722f0000;
                13'h2c: wdata_next = 32'h6f696461;
                13'h30: wdata_next = 32'h6d757264;
                13'h34: wdata_next = 32'h692c0000;
                13'h38: wdata_next = 32'h69696969;
                13'h3c: wdata_next = 32'h00696969;
                13'h40: wdata_next = {data[23:16], data[31:24], 16'h0000};
                13'h44: wdata_next = {data[55:48], data[63:56], data[7:0], data[15:8]};
                13'h48: wdata_next = {data[87:80], data[95:88], data[39:32], data[47:40]};
                13'h4c: wdata_next = {data[119:112], data[127:120], data[71:64], data[79:72]};
                13'h50: wdata_next = {data[151:144], data[159:152], data[103:96], data[111:104]};
                13'h54: wdata_next = {data[183:176], data[191:184], data[135:128], data[143:136]};
                13'h58: wdata_next = {data[215:208], data[223:216], data[167:160], data[175:168]};
                13'h5c: wdata_next = {data[247:240], data[255:248], data[199:192], data[207:200]};
                13'h60: wdata_next = {16'h0000, data[231:224], data[239:232]};
            endcase
            if (m_axi_awready) begin
                if (m_axi_awvalid) begin
                    awvalid_next = 1'b0;
                    wvalid_next = 1'b1;
                end
            end
            if (m_axi_wready) begin
                if (m_axi_awaddr <= 32'h40E0_0060) begin
                    awaddr_next = awaddr_reg + 32'h4;
                    awvalid_next = 1'b1;
                    wvalid_next = 1'b0;
                end else begin
                    awaddr_next = 32'h40E0_07fc;
                    awvalid_next = 1'b1;
                    wvalid_next = 1'b0;
                    state_next = STATE_TX_FRAME;
                end
            end else begin
                wvalid_next = 1'b1;
            end
        end
        STATE_TX_FRAME: begin
            wdata_next = 32'h0009;
            if (m_axi_awready) begin
                if (m_axi_awvalid) begin
                    awvalid_next = 1'b0;
                    wvalid_next = 1'b1;
                end
            end else begin
                if (!m_axi_wvalid) awvalid_next = 1'b1;
            end
            if (m_axi_wready) begin
                if (m_axi_wvalid) begin
                    awaddr_next = 32'h40E0_0000;
                    awvalid_next = 1'b0;
                    wvalid_next = 1'b0;
                    wdata_next = 32'b0;
                    state_next = STATE_WAIT_DONE;
                end else begin
                    state_next = STATE_TX_FRAME;
                end
            end else begin
                state_next = STATE_TX_FRAME;
            end
        end
        STATE_WAIT_DONE: begin
            if (m_axi_rvalid) begin
                if (m_axi_rdata == 32'h08) begin
                    arvalid_next = 1'b0;
                    state_next = STATE_IDLE;
                end else begin
                    state_next = STATE_WAIT_DONE;
                end
            end else begin
                araddr_next = 32'h40E0_07fc;
                arvalid_next = 1'b1;
                rready_next = 1'b1;
                state_next = STATE_WAIT_DONE;
            end
        end
    endcase
end
always @(posedge aclk) begin
    if (~aresetn) begin
        state <= STATE_INIT;
        data <= 64'b0;
        tready_reg <= 1'b0;
        awaddr_reg <= 32'b0;
        awvalid_reg <= 1'b0;
        wdata_reg <= 32'b0;
        wvalid_reg <= 1'b0;
        araddr_reg <= 32'b0;
        arvalid_reg <= 1'b0;
        rready_reg <= 1'b0;
    end else begin
        state <= state_next;
        data <= data_next;
        tready_reg <= tready_next;
        awaddr_reg <= awaddr_next;
        awvalid_reg <= awvalid_next;
        wdata_reg <= wdata_next;
        wvalid_reg <= wvalid_next;
        araddr_reg <= araddr_next;
        arvalid_reg <= arvalid_next;
        rready_reg <= rready_next;
    end
end
assign s_axis_tready = tready_reg;
assign m_axi_awaddr = awaddr_reg;
assign m_axi_awvalid = awvalid_reg;
assign m_axi_wdata = wdata_reg;
assign m_axi_wvalid = wvalid_reg;
assign m_axi_wstrb = 4'hF;
assign m_axi_bready = 1'b1;
assign m_axi_araddr = araddr_reg; 
assign m_axi_arvalid = arvalid_reg;
assign m_axi_rready = rready_reg;
endmodule
```

==> impl_metrics.py <==
# Metrics from the implementation run
metrics = {
    "detailed_routing": {
        "vias": 15700,
        "routed_via_density": 5.61,
        "drt_iter0_markers": 1392,
        "drt_pre_antenna_iters": 5,
        "wl_um": 63200,
        "drcViolationCount": 0,
        "mean_routed_wirelength_per_cell_um": 22.7,
        "final_antenna_net_count": 0,
        "routed.top_layer": "met4",
        "wl_met2_um": 28800,
        "antenna_cells_inserted": 0,
        "met3WireLength_um": 4890,
        "wl_met1_um": 26700,
    },
    "finish": {
        "largest_reg_flops": 256,
        "fin_util": 0.551,
        "area_grow_syn2layout_pct": 34.4,
        "fin_cells": 2789,
        "nFillCells": 3398,
        "final_layout_size_suffix_gt1_frac": 0.0639,
    },
    "worst_setup_path": {
        "r2r_setup_slack_ps": 10510,
        "timing_worst_setup_path_type": "primary input to flop",
        "crit-reg2reg-launch": "awaddr_reg[4]",
        "critical_path.cell_chain": "clkdlybuf4s50_1, and3_4, buf_4, buf_4, nand2_1, a21oi_1",
        "critical_path.startpoint_type": "primary input",
        "slowest_cell_on_the_critical_path": "and3_4",
        "worst-endpoint-required_ps": 14550,
        "slowest_delay_ps": 750,
        "timing.critical_path.from": "s_axis_tvalid",
        "rr_worst_depth": 8,
        "critPathCaptureType": "flop",
        "worstPathMaxFanout": 80,
        "crit_arrival_ps": 5800,
        "critPathMostFrequentCell": "buf_4",
        "critical_path.top_delay_family": "buffers and inverters",
        "number_of_buffers_and_inverters_on_the_critical_path": 3,
        "worst_r2r_end": "awaddr_reg[31]",
    },
    "power": {
        "vdd.ir_drop.worst_mv": 0.0881,
        "leakage_uw": 0.00657,
        "cellPowerDensity_nw_per_um2": 107,
    },
    "synth": {
        "yosysTopAreaCellShare": 0.436,
        "common_cells": "nand2_1 (579), dfxtp_1 (329), a21oi_1 (306)",
        "yosys-top-cells-area": "dfxtp_1 (44%), nand2_1 (14%), a21oi_1 (10%)",
        "ys_cells": 1975,
        "synth-seq-cells": 329,
        "synth-seq-area-share": 0.436,
        "syn-mean-instance-area_um2": 7.65,
        "number_of_distinct_library_cells_after_synthesis": 86,
        "yosysWarningCount": 1,
        "synthesis.instances": 1975,
        "edf_count": 0,
        "netlist_area_um2": 15100,
        "flop_cell": "dfxtp_1",
        "ys_area_um2": 15100,
        "netlist.top_cell.by_instances": "nand2_1",
        "synth.largest_area_cell": "dfxtp_1",
        "asyncSetResetFlopFracSynth": 0,
    },
    "global_routing": {
        "grt_first_pass_wirelength_um": 92500,
        "antenna_found_initial": 0,
        "grt_max_degree": 169,
        "gr-total-overflow": 0,
        "grt_pass1_vias": 14600,
        "grtUsageTotal": 0.334,
    },
    "timing": {
        "finalClockSkew_ps": 27.0,
        "grt_setup_unrepaired": "no",
        "finalWorstSetupSlack_ps": 8760,
        "finalCriticalPeriod_ps": 5340,
        "setup_viol": 0,
        "slew-limit-headroom": 0.361,
        "fmax_mhz": 187,
        "max_transition_viols_final": 0,
        "layout_worst_path_cycle_share": 0.379,
        "max_slew.worst_pin.slew_ps": 957,
        "hold_viol_final": 0,
        "hold_ws_ps": 454,
        "tns_ps": 0,
    },
    "place": {
        "detailedPlace.worstSlack_ps": 8280,
        "gp_congestion": 0.944,
        "buffer_ports.inserted": 373,
        "place_inst": 2722,
        "dpl.hpwl_um": 44900,
    },
    "die": {
        "die-width_um": 196,
        "die-area_um2": 38500,
        "row_count": 70,
        "design.core.area_um2": 36900,
        "floorplanUtilization": 0.410,
        "die_y_um": 196,
        "io_pins": 406,
    },
    "clocking": {
        "clkLatencyLatePin_ps": 550,
        "number_of_gates_given_a_new_drive_strength_after_cts": 0,
        "cts_hold_buffers": 0,
        "clock_sink_count": 329,
        "cts_max_path_buffers": 3,
        "clockRootBuffer": "clkbuf_16",
        "cts.reportedPaths.clkPinSlew_ps": 60,
        "number_of_buffers_added_for_setup_after_cts": 0,
        "tritoncts": "done",
        "cts-buffers-inserted": 38,
        "htree_levels": 2,
    },
    "flow_run": {
        "max_capacitance_violation_total": 0,
        "stage_log_warnings": 38,
    },
    "worst_hold_path": {
        "timing.hold.worst.start": "data[176]",
        "min-delay-path-class": "flop to flop",
        "min_delay_path_depth": 2,
        "min_to": "data[176]",
    },
    "status": {
        "status": "completed",
    },
}
-- metrics by stage --
step,cell area [um2],total power (uW)
final,20300,2180
after detailed placement,19000,1190
after global placement,19000,1190
after global routing,20300,2250
after floorplan,15200,1050
after CTS,20300,2190
-- cells by family (layout without fill, tap and decap cells) --
| logic type | count (synthesis) | in the layout | share of synthesized area |
|---|---|---|---|
| AND-OR/OR-AND | 549 | 549 | 0.225 |
| XOR/XNOR | 19 | 19 | 0.0110 |
| adder cells (fa/ha/maj) | 4 | 4 | 0.00331 |
| buffers and inverters | 210 | 496 | 0.0664 |
| flip-flops | 329 | 329 | 0.436 |
| multiplexers | 12 | 12 | 0.00837 |
| other | 2 | 26 | 0.000497 |
| AND/OR/NAND/NOR | 850 | 850 | 0.249 |
-- how the worst max path moves through the flow --
stage / end / slack, ps / cells after the start
after CTS: data[79] / 8820 / 6
after global routing: data[79] / 8590 / 6
final: data[79] / 8760 / 6
-- tightest hold or removal path, delay by kind of cell, from the launching register on --
kind,cells,cell delay (ps)
compound gates,1,50
flops,1,310
simple gates,1,50
-- cell usage in the layout (no fill, tap or decap), drive strengths merged, types with 6 or more instances in the layout --
cell,instances
a211oi,10
a21oi,306
a221oi,9
a22o,28
a22oi,47
a31oi,15
a32oi,8
and2,6
and3,18
buf,42
clkbuf,50
clkdlybuf4s50,373
clkinv,11
conb,26
dfxtp,329
inv,13
mux2i,7
nand2,579
nand2b,6
nand3,52
nand4,17
nor2,71
nor2b,7
nor3,18
nor3b,9
nor4,28
nor4b,7
o211ai,9
o21ai,41
o22ai,8
o2bb2ai,14
o31ai,6
xor2,15
-- report_power, final --
group          switching, uW  total, uW  leakage, uW  internal, uW
Combinational            113        223      0.00329           111
Sequential              10.9        946      0.00265           935
Clock                    399       1010     0.000628           610
Total                    522       2180      0.00657          1660
-- routing by layer --
| layer | up-vias | GRT usage |
|---|---|---|
| li1 | 7431 | - |
| met2 | 654 | 0.510 |
| met3 | 123 | 0.0597 |
| met4 | 0 | 0.125 |
| met5 | - | 0 |
| met1 | 7446 | 0.485 |
-- cell type report --
class | count | area, um2 | share of cell area
inverters | 14 | 60.1 | 0.00296
repair buffers | 415 | 4060 | 0.200
multi-input cells | 1460 | 7670 | 0.378
clock inverters | 17 | 225 | 0.0111
well taps | 504 | 631 | 0.0311
clock buffers | 50 | 1070 | 0.0526
flip-flops and latches | 329 | 6590 | 0.324
Power and IR drop assume default switching activity.
