$ cat ./run.sh
#!/bin/bash
# OpenROAD 26Q1-2900-gdf79404cd8, Yosys 0.63+post, stock flow scripts
make -C /OpenROAD-flow-scripts/flow DESIGN_CONFIG=/design/flow/config.mk WORK_HOME=/design/flow/orfs finish
$ cat ./config.mk
export PLATFORM = sky130hd
export DESIGN_NAME = axis_phase_generator
export DESIGN_NICKNAME = axis_phase_generator
export VERILOG_FILES = /design/flow/design.v
export SDC_FILE = /design/flow/constraint.sdc
export NUM_CORES = 4
export LEC_CHECK = 1
export CORE_UTILIZATION = 40
$ cat ./constraint.sdc
current_design axis_phase_generator

set clk_period 16.9
set clk_io_pct 0.2

create_clock -name clk0 -period $clk_period [get_ports {aclk}]

set non_clock_inputs [all_inputs -no_clocks]
set_input_delay [expr $clk_period * $clk_io_pct] -clock clk0 $non_clock_inputs
set_output_delay [expr $clk_period * $clk_io_pct] -clock clk0 [all_outputs]
$ cat ./design.v
`timescale 1 ns / 1 ps
module axis_phase_generator #
(
  parameter integer AXIS_TDATA_WIDTH = 32,
  parameter integer PHASE_WIDTH = 30
)
(
  input  wire                        aclk,
  input  wire                        aresetn,
  input  wire [PHASE_WIDTH-1:0]      cfg_data,
  input  wire                        m_axis_tready,
  output wire [AXIS_TDATA_WIDTH-1:0] m_axis_tdata,
  output wire                        m_axis_tvalid
);
  reg [PHASE_WIDTH-1:0] int_cntr_reg = 0, int_cntr_next;
  reg int_enbl_reg = 1'b0, int_enbl_next;
  always @(posedge aclk)
  begin
    if(~aresetn)
    begin
      int_cntr_reg <= {(PHASE_WIDTH){1'b0}};
      int_enbl_reg <= 1'b0;
    end
    else
    begin
      int_cntr_reg <= int_cntr_next;
      int_enbl_reg <= int_enbl_next;
    end
  end
  always @*
  begin
    int_cntr_next = int_cntr_reg;
    int_enbl_next = int_enbl_reg;
    if(~int_enbl_reg)
    begin
      int_enbl_next = 1'b1;
    end
    if(int_enbl_reg & m_axis_tready)
    begin
      int_cntr_next = int_cntr_reg + cfg_data;
    end
  end
  assign m_axis_tdata = {{(AXIS_TDATA_WIDTH-PHASE_WIDTH){int_cntr_reg[PHASE_WIDTH-1]}}, int_cntr_reg};
  assign m_axis_tvalid = int_enbl_reg;
endmodule
==> impl_metrics.yaml <==
# yosys + openroad results
global_routing:
  grt_start_max_net_pins: 24
  overflow: 0
  antenna_found_initial: 0
  grt_pass1_vias: 2565
  grt_pass1_wl_um: 12100
  grt_use_total_pct: 21.2
cts:
  cts_hold_buf: 0
  htree_levels: 2
  cts_root_buf: "clkbuf_8"
  insertion_delay_ps: 290
  cts_tree: "done"
  cts_inserted_buffers: 5
  clock_sinks: 31
  cts_setup_buffers: 0
  clockBufferDepth: 2
  clk_pin_slew_ps: 70
  cts_resized: 0
routing:
  drtAntennaViolNets: 0
  antenna-diode-count: 0
  drc: 0
  drt_iter0_drc: 114
  vias: 2703
  via_per_inst: 5.74
  wire_per_inst_um: 15.8
  dr.pass1.iters: 6
  drt_wl_total_um: 7440
finish:
  fin_util_pct: 53.7
  ff_latch_area_sq_um: 621
  largest_reg_flops: 30
  drive_gt1_share_pct: 4.57
  comb_area_sq_um: 2010
  fillCellCount: 637
  syn2layout_area_growth_pct: 27.0
synthesis:
  synth_top_cell_by_area: "dfxtp_1"
  edf_count: 0
  yosys-top-cells-count: "nand2_1, dfxtp_1, ha_1, a21oi_1, o21ai_0"
  netlist_instances: 342
  top_cell_area_share_pct: 22.6
  yosysMostFrequentCell: "nand2_1"
  async_flop_share_pct: 0
  synth_top_flop_cell: "dfxtp_1"
  syn-mean-instance-area_sq_um: 8.03
  ys_area_sq_um: 2750
  yosys.cell_types.count: 62
  yosysCellCount: 342
  syn_area_sq_um: 2750
  ys.flops: 31
  topCellsByArea: "dfxtp_1, ha_1, nand2_1"
  yosysWarnings: 1
  yosysSeqAreaShare_pct: 22.6
run:
  drv_cap: 0
  warnings: 25
floorplan:
  core_area_sq_um: 6490
  num_rows: 29
  io_pins: 66
  die_y_um: 84.8
  initCoreUtil_pct: 42.3
  die_w_um: 84.8
  die_area_sq_um: 7200
sta:
  slew_headroom_pct: 48.1
  fin_crit_sh_pct: 34.4
  fin_crit_ps: 5820
  finalHoldViolCount: 0
  rsz0062_at_grt: "no"
  setup_viol: 0
  skew_ps: 8.08
  tightest_slew_ps: 776
  fmax_mhz: 172
  tns_ps: 0
  drv_slew: 0
pwr:
  seqPwrFrac_pct: 35.3
  powerDensity_nw_per_um2: 67.7
  peakVddDrop_uv: 30.9
  power.switching_uw: 80.4
  pwr-share-clk_pct: 25.9
  intPower_uw: 156
  combPwrFrac_pct: 38.8
  p_sw_share_pct: 34.0
  leakagePower_nw: 1.44
worst_setup_path:
  path_max_fanout: 3
  worstSetupPathType: "primary input to flop"
  worstPathArrival_ps: 5980
  setup.worst_path.end_class: "flop"
  crit_path_top_delay_cell: "clkdlybuf4s50_1"
  cp_data_required_time_ps: 17060
  slowest_delay_ps: 460
  cp_cell_sequence: "clkdlybuf4s50_1, ha_1, inv_1, fa_1, nor2b_1, o2111ai_1, a211oi_2, nor3b_2, o41ai_1, xnor2_1, o21ai_1"
  startpoint_type: "primary input"
place:
  hpwlAfterDp_um: 5630
  routabilityCongestion: 0.867
  io_buffers: 65
outcome:
  status: "finished, final reports clean"
min_path:
  hp-class: "flop to flop"
-- cell families (layout without fill, tap and decap cells) --
family / Yosys count / count (layout) / share of synthesized area [%]
DFF: 31 / 31 / 22.6
and+or+nand+nor: 110 / 110 / 20.8
AOI/OAI and AO/OA: 120 / 120 / 30.5
adders and majority gates: 30 / 30 / 13.9
buffers and inverters: 27 / 79 / 4.33
xor gates and xnor gates: 22 / 22 / 7.02
muxes: 2 / 2 / 0.729
-- layer usage --
layer	up-vias	GRT usage (%)	routed length, um
met3	11	2.57	255
met2	68	36.8	3540
met1	1255	29.5	3530
met5	-	0	0
li1	1369	-	-
met4	0	3.24	114
-- worst max-delay path, delay by kind of cell --
kind	cells	cell delay (ps)
AOI/OAI and AO/OA	4	1030
xor gates and xnor gates	1	180
buffers and inverters	2	520
and+or+nand+nor	2	330
adders and majority gates	2	530
-- final timing paths --
kind | from | slack, ps | endpoint | depth (start not counted)
setup / recovery | cfg_data[0] | 11080 | int_cntr_reg[24] | 11
hold / removal | int_cntr_reg[24] | 470 | int_cntr_reg[24] | 2
setup reg to reg | int_cntr_reg[0] | 14270 | int_cntr_reg[24] | 10
hold reg to reg | int_cntr_reg[24] | 470 | int_cntr_reg[24] | 2
-- power by group through the flow --
stage	Combinational, mW	Sequential (mW)	Clock [mW]
6_report	0.0916	0.0835	0.0611
4_1_cts	0.0916	0.0836	0.0639
5_1_grt	0.101	0.0843	0.0670
-- stage by stage --
stage | hold slack [ps] | instances | worst slack [ps] | cell area, sq um | power [mW]
after floorplan | 429 | 342 | 11560 | 2750 | 0.143
after CTS | 473 | 471 | 11130 | 3490 | 0.239
after global placement | 454 | 464 | 10810 | 3400 | 0.176
final | 467 | 471 | 11080 | 3490 | 0.236
after global routing | 487 | 471 | 11000 | 3490 | 0.253
after detailed placement | 463 | 464 | 10840 | 3400 | 0.176
-- layout by cell type (no fill, tap or decap), drive strengths merged, types with 2 or more instances in the layout --
master	Yosys	layout
mux2i	2	2
and3	3	3
nand2b	3	3
a21boi	5	5
nand3	16	16
o2111ai	2	2
or2	2	2
a311oi	2	2
o21a	6	6
nor2b	4	4
a21o	13	13
a21oi	24	24
nor3b	4	4
a311o	2	2
or3	4	4
inv	7	7
ha	29	29
a211o	2	2
o21bai	2	2
o21ai	33	33
clkbuf	15	6
a31oi	4	4
nand2	43	43
nor3	2	2
xor2	9	9
o31ai	4	4
clkdlybuf4s50	0	65
a211oi	4	4
o41ai	2	2
and2	8	8
o211ai	5	5
xnor2	13	13
nand4	4	4
dfxtp	31	31
nor2	10	10
-- final cells by class --
class,instances,share of cell area (%)
multi-input cells,284,57.5
well taps,77,2.76
clock buffers,6,2.37
flip-flops and latches,31,17.8
inverters,7,0.753
clock inverters,1,0.144
repair buffers,65,18.7
Power is estimated from default activity; no workload was simulated.
