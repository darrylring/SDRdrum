==> flow/design.v <==
`timescale 1ns / 1ps
module ad5545
(
    input  wire        clk,
    input  wire        rstn,
    input  wire [31:0] data,
    input  wire        valid,
    output wire        ready,
    output wire        cs,
    output wire        din,
    output wire        ldac,
    output wire        sclk
);
localparam [2:0]
    STATE_IDLE       = 3'd0,
    STATE_WRITE_DAC1 = 3'd1,
    STATE_WRITE_DAC2 = 3'd2,
    STATE_LOAD       = 3'd3,
    STATE_WAIT       = 3'd4;
reg [2:0] state_reg, state_next;
reg [6:0] count_reg, count_next;
reg [35:0] data_reg, data_next;
reg ready_reg, ready_next;
reg cs_reg, cs_next;
reg din_reg, din_next;
reg ldac_reg, ldac_next;
reg sclk_reg, sclk_next;
reg sclk_enable;
assign ready = ready_reg;
assign cs = cs_reg;
assign din = din_reg;
assign ldac = ldac_reg;
assign sclk = sclk_reg;
always @* begin
    state_next = STATE_IDLE;
    cs_next   = cs_reg;
    din_next  = din_reg;
    ldac_next = ldac_reg;
    sclk_next = sclk_reg;
    count_next = count_reg;
    data_next = data_reg;
    ready_next = 1'b0;
    case (state_reg)
        STATE_IDLE: begin
            if (ready & valid) begin
                data_next = {2'b01, data[31:16], 2'b10, data[15:0]};
                ready_next = 1'b0;
                state_next = STATE_WRITE_DAC1;
            end else begin
                ready_next = 1'b1;
            end
        end
        STATE_WRITE_DAC1: begin
            state_next = STATE_WRITE_DAC1;
            count_next = count_reg + 1;
            sclk_next = count_reg[0];
            if (count_reg == 7'h02) begin
                cs_next = 1'b0;
            end
            if (count_reg >= 7'h02 && count_reg[0] == 1'b0) begin
                {din_next, data_next} = {data_reg, 1'b0};
            end
            if (count_reg == 7'h26) begin
                cs_next = 1'b1;
                count_next = 7'b0;
                state_next = STATE_WRITE_DAC2;
            end
        end
        STATE_WRITE_DAC2: begin
            state_next = STATE_WRITE_DAC2;
            count_next = count_reg + 1;
            sclk_next = count_reg[0];
            if (count_reg == 7'h02) begin
                cs_next = 1'b0;
            end
            if (count_reg >= 7'h04 && count_reg[0] == 1'b0) begin
                {din_next, data_next} = {data_reg, 1'b0};
            end
            if (count_reg == 7'h26) begin
                cs_next = 1'b1;
                count_next = 7'b0;
                state_next = STATE_LOAD;
            end
        end
        STATE_LOAD: begin
            state_next = STATE_LOAD;
            count_next = count_reg + 1;
            if (count_reg[0] == 1'b1) begin
                ldac_next = ~ldac_reg;  
            end
            if (count_reg[2] == 1'b1) begin
                state_next = STATE_WAIT;
                count_next = 7'b0;
            end
        end
        STATE_WAIT: begin
            state_next = STATE_WAIT;
            count_next = count_reg + 1;
            if (count_reg == 7'h0e) begin
                state_next = STATE_IDLE;
                count_next = 7'b0;
            end
        end
    endcase
end
always @(posedge clk) begin
    if (~rstn) begin
        state_reg <= STATE_IDLE;
        data_reg <= 16'b0;
        ready_reg <= 1'b0;
        count_reg <= 7'b0;
        cs_reg   <= 1'b1;
        din_reg  <= 1'b0;
        ldac_reg <= 1'b1;
        sclk_reg <= 1'b0;
    end else begin
        state_reg <= state_next;
        data_reg <= data_next;
        count_reg <= count_next;
        ready_reg <= ready_next;
        cs_reg <= cs_next;
        din_reg <= din_next;
        ldac_reg <= ldac_next;
        sclk_reg <= sclk_next;
    end
end
endmodule
==> flow/run.sh <==
#!/bin/bash
# OpenROAD 26Q1-2900-gdf79404cd8, Yosys 0.63+post, stock flow scripts
make -C /OpenROAD-flow-scripts/flow DESIGN_CONFIG=/design/flow/config.mk WORK_HOME=/design/flow/orfs finish
==> flow/config.mk <==
export PLATFORM = sky130hd
export DESIGN_NAME = ad5545
export DESIGN_NICKNAME = ad5545
export VERILOG_FILES = /design/flow/design.v
export SDC_FILE = /design/flow/constraint.sdc
export NUM_CORES = 4
export LEC_CHECK = 1
export CORE_UTILIZATION = 50
==> flow/constraint.sdc <==
current_design ad5545

set clk_period 4.3
set clk_io_pct 0.2

create_clock -name clk0 -period $clk_period [get_ports {clk}]

set non_clock_inputs [all_inputs -no_clocks]
set_input_delay [expr $clk_period * $clk_io_pct] -clock clk0 $non_clock_inputs
set_output_delay [expr $clk_period * $clk_io_pct] -clock clk0 [all_outputs]
==> out/results.tsv <==
stage	metric	value	unit
outcome	run status	complete, no violations	
critical_path	Bufs and invs on worst path	3	
global_routing	Remaining Overflow, GRT	0	
floorplanning	number of top-level pins	40	
floorplanning	total number of placement rows	25	
clock_tree	hold buffer count at cts	0	
synthesis	count of instantiated cells in the yosys netlist	298	
global_routing	first-pass GRT wire length	9.163	mm
critical_path	critical path startpoint category	input pin	
floorplanning	die area	0.005503	mm2
sta	hold violation count in the final report	0	
power	areal power density over the cells	345.8	mW/mm2
synthesis	top cell type by total area after synthesis	sky130_fd_sc_hd__dfxtp_1	
synthesis	gate count of the mapped netlist	298	
final_layout	flip-flop count of the largest register after layout	36	
critical_path	category of cells accounting for the largest share of critical-path delay	buffers and inverters	
floorplanning	y dimension of the die	74.18	um
sta	unrepaired setup endpoints after global routing	no	
synthesis	Top cell area share	0.4073	
synthesis	post-synthesis area per instance	8.742	um2
critical_path	Critical Path End Type	flop	
final_layout	Fill cells	448	
place	placed wire-length estimate	3.458	mm
routing	Final Routed Wirelength	5.420	mm
sta	Finish-stage setup viols	0	
power	total leakage power	1.062	nW
critical_path	cell breakdown of the critical path	clkdlybuf4s50_1 -> inv_1 -> buf_4 -> a311oi_1	
critical_path	stage delay of the slowest cell on the critical path	0.75	ns
worst_hold_path	type of the worst min-delay path	flop to flop	
critical_path	Crit-path slowest cell	sky130_fd_sc_hd__inv_1	
synthesis	number of enable-type register cells in the synthesized netlist	0	
synthesis	fraction of registers with async set or reset after synthesis	0	
clock_tree	clock slew seen by the registers of the worst setup and hold paths	0.09	ns
sta	Fin Setup TNS	0	ns
routing	drt first pass iters	5	
sta	number of max-slew violations in the final report	0	
routing	Routed Antenna Nets	0	
routing	DRC violations left	0	
clock_tree	Post-CTS Setup Inserts	0	
critical_path	worst path required time	4.46	ns
clock_tree	post-cts resize count	0	
global_routing	largest net degree at the start of global routing	38	
routing	Initial DRC Count	183	
place	count of placed standard cells including taps	380	
synthesis	synthesis-stage register bit count	53	
synthesis	dominant register cell	sky130_fd_sc_hd__dfxtp_1	
routing	post-DR vias/cell	5.665	
routing	number of diodes added for antenna fixing	0	
synthesis	commonest cells in the netlist	sky130_fd_sc_hd__nand2_1, sky130_fd_sc_hd__dfxtp_1, sky130_fd_sc_hd__a21oi_1	
synthesis	library cell with the highest instance count after synthesis	sky130_fd_sc_hd__nand2_1	
power	maximum ir drop on the vdd rail	0.1990	mV
final_layout	ratio of cells with drive above 1 in the final layout	0.1277	
floorplanning	floorplan core area	0.004880	mm2
clock_tree	TritonCTS sink count	53	
sta	Max-Slew Margin vs Limit	0.4722	
sta	Clock Skews	0.002286	ns
sta	Least-Margin Pin Slew	0.7908	ns
run	number of logged tool warnings	27	
synthesis	share of the yosys chip area belonging to registers	0.4073	
global_routing	initial antenna violation count	0	
clock_tree	Clock Tree Buf Depth	2	
clock_tree	clock tree root driver cell	sky130_fd_sc_hd__clkbuf_8	
synthesis	top cells by area	sky130_fd_sc_hd__dfxtp_1, sky130_fd_sc_hd__a311oi_2, sky130_fd_sc_hd__nand2_1	
synthesis	Netlist cell types	40	
critical_path	endpoint arrival time on the critical path	2.88	ns
routing	vias post-DR	2198	
place	count of buffers inserted at the top-level ports	39	
synthesis	post-synth area from yosys stat	0.002605	mm2
global_routing	number of global-route vias before repair	1927	
place	GPL Wtd Cong	0.8407	
floorplanning	die span in x	74.18	um
clock_tree	TritonCTS clock tree	done	
synthesis	summed instance area of the synthesized netlist	0.002605	mm2
synthesis	number of warnings reported in the yosys synthesis log	1	
final_layout	final instance count without filler cells	388	
clock_tree	number of H-tree levels	2	
clock_tree	TritonCTS Buffers	5	
clock_tree	clock latency (worst-skew pair)	0.30	ns
critical_path	worst setup path class	input pin to flop	
critical_path	top fanout value on the critical path	21	
run	number of max-cap violations	0	
sta	peak clock frequency supported by timing	367.4	MHz
final_layout	synth-to-layout area growth	17.15	%
sta	post-route fraction of the period consumed by the critical path	0.6330	
floorplanning	Initial Util	0.5338	
sta	time the final worst path needs with I/O delays and setup	2.722	ns
routing	wire length per cell	13.97	um
global_routing	Overall Global Routing Usage	0.2173	
worst paths after layout:
kind	start	to	slack [ns]	depth (start not counted)
max	rstn	data_reg[2]	1.58	4
min reg2reg	sclk_reg	sclk_reg	0.46	2
max reg2reg	state_reg[2]	data_reg[15]	1.93	4
min	sclk_reg	sclk_reg	0.46	2
kinds of logic after synthesis:
| kind of cell | after synthesis | synth area share |
|---|---|---|
| and+or+nand+nor | 110 | 0.1806 |
| AOI/OAI and AO/OA | 92 | 0.3060 |
| DFF | 53 | 0.4073 |
| buffers and inverters | 32 | 0.06244 |
| muxes | 5 | 0.01921 |
| xor gates and xnor gates | 3 | 0.01009 |
| adders and majority gates | 3 | 0.01441 |
per-stage QoR:
step                setup slack (ns)  hold slack, ns  total power, W  cell area [um2]  utilization
floorplan                      2.240          0.4202       0.0007398             2605            -
global placement               1.283          0.4443       0.0007923             2968       0.6082
detailed placement             1.269          0.4497       0.0007938             2968       0.6082
CTS                            1.607          0.4641        0.001065             3052       0.6254
global route                   1.474          0.4898        0.001122             3052       0.6254
finish                         1.578          0.4582        0.001055             3052       0.6254
cell usage in the layout, fill, tap and decap left out, types with 5 or more instances in the layout:
cell type,count
sky130_fd_sc_hd__clkdlybuf4s50_1,39
sky130_fd_sc_hd__o21ai_0,5
sky130_fd_sc_hd__a21oi_1,36
sky130_fd_sc_hd__nor2_1,9
sky130_fd_sc_hd__a311oi_2,25
sky130_fd_sc_hd__dfxtp_1,53
sky130_fd_sc_hd__nand3_1,6
sky130_fd_sc_hd__clkbuf_8,5
sky130_fd_sc_hd__mux2i_1,5
sky130_fd_sc_hd__nand2_1,78
sky130_fd_sc_hd__buf_4,5
sky130_fd_sc_hd__a311oi_1,8
worst min-delay path, cell delays in order (launching register included):
cell and delay (ns):
sky130_fd_sc_hd__dfxtp_1 0.32, sky130_fd_sc_hd__nand2_1 0.05, sky130_fd_sc_hd__a21oi_1 0.05
area by class of cell:
class / count / area [um2] / area share
Timing Repair Buffer: 44 / 427.9 / 0.1402
Sequential cell: 53 / 1061 / 0.3477
Inverter: 3 / 11.26 / 0.003690
Clock buffer: 7 / 76.32 / 0.02501
Tap cell: 67 / 83.83 / 0.02747
Multi-Input combinational cell: 213 / 1384 / 0.4535
Clock inverter: 1 / 7.507 / 0.002460
layer usage:
layer,share of wire,track usage,vias up
li1,-,-,1124
met1,0.51,0.3528,1014
met2,0.44,0.3202,56
met3,0.045,0.04396,4
met4,0.0076,0.01709,0
met5,0,0,-
power by group:
group          leakage, nW  switching, W  internal, W
combinational        0.590      0.000121     0.000100
sequential           0.434     0.0000260     0.000535
clock               0.0385      0.000157     0.000116
Power figures rest on the tool's default switching activity, not on a simulated workload.
